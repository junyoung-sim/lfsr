$ cat /design/flow/run.sh
#!/bin/bash
# OpenROAD 26Q1-2900-gdf79404cd8, Yosys 0.63+post, stock flow scripts
make -C /OpenROAD-flow-scripts/flow DESIGN_CONFIG=/design/flow/config.mk WORK_HOME=/design/flow/orfs finish
$ cat /design/flow/design.v
module Register
#(
  parameter nbits=8
)(
  input  logic             clk,
  input  logic             rst,
  input  logic             en,
  input  logic [nbits-1:0] d,
  output logic [nbits-1:0] q
);
  always_ff @(posedge clk) begin
    if(rst)
      q <= {nbits{1'b0}};
    else
      q <= (en ? d : q);
  end
endmodule
module RandomEngineCtrl
(
  input  logic clk,
  input  logic rst,
  input  logic start,
  input  logic stop,
  output logic active,
  output logic lfsr_en
);
  localparam STATE_WAIT = 1'b0;
  localparam STATE_LFSR = 1'b1;
  logic state;
  logic state_next;
  Register#(1) state_reg
  (
    .clk (clk),
    .rst (rst),
    .en  (1'b1),
    .d   (state_next),
    .q   (state)
  );
  always_comb begin
    case(state)
      STATE_WAIT: state_next = (start ? STATE_LFSR : STATE_WAIT);
      STATE_LFSR: state_next = (stop  ? STATE_WAIT : STATE_LFSR);
    endcase
  end
  always_comb begin
    case(state)
      STATE_WAIT: begin
        active  = 0;
        lfsr_en = start;
      end
      STATE_LFSR: begin
        active  = 1;
        lfsr_en = ~stop;
      end
    endcase
  end
endmodule
module ShiftRegister
#(
  parameter nbits=8
)(
  input  logic             clk,
  input  logic             rst,
  input  logic             en,
  input  logic             shift_in,
  input  logic [nbits-1:0] seed,
  output logic [nbits-1:0] q
);
  always_ff @(posedge clk) begin
    if(rst)
      q <= seed;
    else if(en) begin
      for(int i = 0; i < nbits-1; i++)
        q[i] <= q[i+1];
      q[nbits-1] <= shift_in;
    end
    else
      q <= q;
  end
endmodule
module LFSR
#(
  parameter nbits=8
)(
  input  logic             clk,
  input  logic             rst,
  input  logic             en,
  input  logic [nbits-1:0] tap,
  input  logic [nbits-1:0] seed,
  output logic             out
);
  logic             shift_in;
  logic [nbits-1:0] shift_reg_q;
  ShiftRegister shift_reg
  (
    .clk      (clk),
    .rst      (rst),
    .en       (en),
    .shift_in (shift_in),
    .seed     (seed),
    .q        (shift_reg_q)
  );
  always_comb begin
    shift_in = shift_reg_q[0];
    for(int i = 1; i < nbits; i++) begin
      if(tap[i])
        shift_in = shift_in ^ shift_reg_q[i];
    end
  end
  assign out = shift_reg_q[0];
endmodule
module RandomEngineDpath
(
  input  logic       clk,
  input  logic       rst,
  input  logic [7:0] tap,
  input  logic [7:0] seed,
  output logic       out,
  input  logic       lfsr_en
);
  logic lfsr_out;
  LFSR lfsr
  (
    .clk  (clk),
    .rst  (rst),
    .en   (lfsr_en),
    .tap  (tap),
    .seed (seed),
    .out  (lfsr_out)
  );
  assign out = lfsr_out;
endmodule
module RandomEngine
(
  (* keep=1 *) input  logic       clk,
  (* keep=1 *) input  logic       rst,
  (* keep=1 *) input  logic       start,
  (* keep=1 *) input  logic       stop,
  (* keep=1 *) input  logic [7:0] tap,
  (* keep=1 *) input  logic [7:0] seed,
  (* keep=1 *) output logic       active,
  (* keep=1 *) output logic       out
);
  logic lfsr_en;
  RandomEngineCtrl ctrl
  (
    .*
  );
  RandomEngineDpath dpath
  (
    .*
  );
endmodule
$ cat /design/flow/constraint.sdc
current_design RandomEngine

set clk_period 2.1
set clk_io_pct 0.2

create_clock -name clk0 -period $clk_period [get_ports {clk}]

set non_clock_inputs [all_inputs -no_clocks]
set_input_delay [expr $clk_period * $clk_io_pct] -clock clk0 $non_clock_inputs
set_output_delay [expr $clk_period * $clk_io_pct] -clock clk0 [all_outputs]
$ cat /design/flow/config.mk
export PLATFORM = sky130hd
export DESIGN_NAME = RandomEngine
export DESIGN_NICKNAME = RandomEngine
export VERILOG_FILES = /design/flow/design.v
export SDC_FILE = /design/flow/constraint.sdc
export NUM_CORES = 4
export LEC_CHECK = 1
export CORE_AREA = 10 10 70 70
export DIE_AREA = 0 0 80 80
==> flow_summary.toml <==
# implementation run metrics
[clock_network]
cts_setup_buffers = 0
cts_tree = "done"
cts.sinks = 9
htree_levels = 1
worstSkewPairLatency_ps = 250
numCtsBuffers = 3
clk_pin_slew_ps = 60
clockRootBuffer = "clkbuf_4"
cts_max_path_buffers = 2
postCtsResizedCells = 0
hold_buffers = 0

[routing]
firstDrtPassIters = 2
drc = 0
antenna_cells = 0
wirelength_um = 1110
vias = 326
m1WireLength_um = 460
antenna_left = 0
vias_per_cell = 3.08
route.met2.wl_um = 559
top_layer = "met4"
wl_per_cell_um = 10.5
dr.first_iter.drc_count = 2
dr_wl_met3_um = 83

[timing]
slew_headroom = 0.756
fin_skew_ps = 0.516
finalSetupViolCount = 0
drv_slew = 0
worst_slack_ps = 470
period_needed_ps = 1630
tightest_slew_ps = 366
rsz0062_at_grt = "false"
finalSetupTns_ps = 0
finalCritPeriodShare = 0.776
fmax_mhz = 613
hold_violations = 0

[place]
port_buffers = 20
routabilityCongestion = 0.692
dp_slack_ps = 190
dp_hpwl_um = 947

[floorplan]
num_io_pins = 22
die-area_mm2 = 0.00640
fp-utilization = 0.137
coreArea_mm2 = 0.00342
rows = 21
die_w_um = 80
fp.dieH_um = 80

[finish]
utilization = 0.221
n_fill_cell = 376
drive_gt1_frac = 0.200
syn2layout_area_growth_pct = 61.4

[critical_path]
crit_path_max_fanout = 1
ff2ff_setup_slack_ps = 700
worstSetupStartpointType = "input pin"
r2r_start = "dpath.lfsr.shift_reg.q[5]"
worstPathArrival_ps = 1630
worst-setup-path-type = "in2reg"
cp.required_ps = 2100
crit_path_start = "tap[5]"
cp-end-kind = "flip-flop"

[synth]
synthesis.area_um2 = 467
postSynthSeqShare = 0.558
ys_ff = 9
yosys.cell_types.count = 11
ys.warnings.count = 4
syn_area_per_cell_um2 = 13.0
ys_cells = 36
postSynthCellCount = 36
yosys_area_um2 = 467

[grt]
grt_usage = 0.0356
grt_pass1_vias = 375
antenna_found_initial = 0
grt_max_degree = 10
overflow = 0
grt_pass1_wl_um = 1760

[run]
warning_count = 26
maxCapViolations = 0

[worst_hold_path]
min_path_type = "reg2reg"
hp-start = "ctrl.state_reg.q"

[status]
outcome = "finished, final reports clean"

[pwr]
ir_drop_uv = 161
power.density_mw_per_mm2 = 687
leakagePower_nw = 0.265
[logic make-up after synthesis]
family                    count (synthesis)  synth area share
muxes                                     9             0.214
DFF                                       9             0.558
and+or+nand+nor                           9            0.0778
xor gates and xnor gates                  7             0.131
buffers and inverters                     2            0.0187
[flip-flops by register name (all words and copies together), names as in the netlist]
name	flops
dpath.lfsr.shift_reg.q	8
ctrl.state_reg.q	1
[final cells by class]
cell class / instances / area (um^2) / area share
well taps: 46 / 57.6 / 0.0764
clock buffers: 4 / 26.3 / 0.0349
flip-flops and latches: 9 / 260 / 0.346
inverters: 1 / 3.75 / 0.00498
multi-input cells: 25 / 198 / 0.262
repair buffers: 21 / 208 / 0.276
[per-layer routing]
metal / vias to the layer above / GRT usage
met5: - / 0
met4: 0 / 0.00880
met3: 2 / 0.0170
met2: 10 / 0.0546
met1: 142 / 0.0441
li1: 172 / -
[worst max-delay path: stages]
cell and delay (ps):
clkdlybuf4s50_1 450, nand2_1 70, xor2_1 170, xnor2_1 190, xnor2_1 80, mux2_2 250
[layout by cell type, fill, tap and decap left out]
master           netlist  routed
nand2b_1               1       1
edfxtp_1               8       8
mux2i_1                1       1
mux2_2                 8       8
nor2_1                 1       1
buf_4                  0       1
dfxtp_1                1       1
clkdlybuf4s50_1        0      20
inv_1                  1       1
xnor2_1                5       5
clkbuf_1               0       1
clkbuf_4               0       3
xor2_1                 2       2
nand2_1                7       7
[worst paths after layout]
kind / end / cells past startpoint
max: dpath.lfsr.shift_reg.q[7] / 6
min: ctrl.state_reg.q / 2
max reg2reg: dpath.lfsr.shift_reg.q[7] / 5
min reg2reg: ctrl.state_reg.q / 2
[stage by stage]
stage	hold WS [ps]	std cells	instance area, um^2	total power [mW]
finish	559	106	753	0.518
global route	602	106	753	0.554
CTS	566	106	753	0.531
detailed placement	552	102	727	0.397
global placement	546	102	727	0.395
floorplan	487	36	467	0.339
[power breakdown]
group          internal, mW  switching (mW)  leakage (nW)
Clock                0.0729          0.0551        0.0150
Sequential            0.235          0.0152        0.0899
Combinational        0.0942          0.0455         0.161
Total                 0.402           0.116         0.265
[cell usage after synthesis]
library cell | instances | area (um^2)
edfxtp_1 | 8 | 240
mux2_2 | 8 | 90.1
nand2_1 | 7 | 26.3
xnor2_1 | 5 | 43.8
xor2_1 | 2 | 17.5
buf_2 | 1 | 5.00
dfxtp_1 | 1 | 20.0
inv_1 | 1 | 3.75
mux2i_1 | 1 | 10.0
nand2b_1 | 1 | 6.26
nor2_1 | 1 | 3.75
No activity file was given, so power comes from the tool's default toggle rates.
